===== ./config.mk =====
export PLATFORM = sky130hd
export DESIGN_NAME = DataMemory32Bit
export DESIGN_NICKNAME = DataMemory32Bit
export VERILOG_FILES = /design/flow/design.v
export SDC_FILE = /design/flow/constraint.sdc
export NUM_CORES = 4
export LEC_CHECK = 1
export CORE_UTILIZATION = 50

===== ./constraint.sdc =====
current_design DataMemory32Bit

set clk_period 4.3
set clk_io_pct 0.2

create_clock -name clk0 -period $clk_period [get_ports {clk}]

set non_clock_inputs [all_inputs -no_clocks]
set_input_delay [expr $clk_period * $clk_io_pct] -clock clk0 $non_clock_inputs
set_output_delay [expr $clk_period * $clk_io_pct] -clock clk0 [all_outputs]

===== ./design.v =====
`timescale 1ns / 1ps
module DataMemory32Bit(
    input clk,
    input MW,
    input [31:0] DataInAddr,
	 input [31:0] DataOutAddr,
    input [31:0] DataIn,
    output wire [31:0] DataOut
    );
	 integer i;
	 initial begin
		for(i=0;i<SIZE;i=i+1) begin
			mem[i] = 0;
		end
		mem[1] = 32'b11001000111011001100100011101101;  
		mem[2] = 32'b11001000111011001100100011101100;
		mem[3] = 32'b11111111111111101111111111111110;  
	 end
	 parameter SIZE = 20;  
	 reg [31:0] mem [SIZE-1:0];  
	assign DataOut = mem[DataOutAddr];
	 always @(posedge clk) begin
		if(MW) begin
			mem[DataInAddr] = DataIn;
		end
	 end
endmodule

===== ./run.sh =====
#!/bin/bash
# OpenROAD 26Q1-2900-gdf79404cd8, Yosys 0.63+post, stock flow scripts
make -C /OpenROAD-flow-scripts/flow DESIGN_CONFIG=/design/flow/config.mk WORK_HOME=/design/flow/orfs finish

==> out/metrics.cfg <==
[finish]
drive_gt1_frac=0.172
syn_to_final_growth_pct=16.3
final_cells=2194
largest_register_ffs=640
finish.utilization=0.590

[yosys]
yosys_cells=1330
synthSimpleGateAreaFrac=0.0373
yosys.cell_types.count=30
synth_seq_share=0.774
netlist_logic_family_top=multiplexers
largest_area_cell=edfxtp_1
synthAoiAreaFrac=0.0340
syn_inst=1330
top_cells_by_area=edfxtp_1 77%, mux2i_1 9.0%, mux4_2 2.9%, mux2_2 1.5%, nand3_1 1.3%
ys_area_um2=24800
ys_sh_mux=0.134
avgSynthCellArea_um2=18.7
yosys_warnings=1
xor_share=0
yosys.area.top_type_share=0.774
syn_area_um2=24800
ys_sh_adder=0
ys_ff=640

[route]
ant_nets=0
route.detailed.drc=0
vias_per_cell=5.62
vias=12300
wirelength_um=53700
drt_iter0_markers=661
drt-wirelength-per-cell_um=24.5
antenna_cells=0
first_pass_iters=5

[sta]
tns_ps=0
period_needed_ps=4030
maxSlewHeadroom=0.536
hold_violations=0
hold_slack_ps=1280
post-route-period-util=0.937
fmax_mhz=248
layout_setup_ws_ps=269
tightest_slew_ps=693
rsz0062_at_grt=no
slew_violations=0
finalSetupViolCount=0

[critical_path]
startpoint=DataOutAddr[3]
slowest_stage=clkdlybuf4s50_1
crit_path_end_kind=primary output
cp_top_family=buffers and inverters
critPathLaunchType=input pin
worstSetupPathType=in -> out
timing.critical_path.slowest_cell_delay_ps=640
crit_buf_inv=3
worstPathCellList=clkdlybuf4s50_1, and3b_1, nor2b_1, buf_4, a211oi_1, nand3_1, clkdlybuf4s50_1
cpMostUsedCell=clkdlybuf4s50_1
worstPathMaxFanout=9
cp.required_ps=3440
arrival_ps=3170

[die]
ios=130
dieArea_um2=50500
placementRows=81
fp.dieW_um=225
fp_util=0.507
fp.dieH_um=225
fp.coreArea_um2=49000

[min_path]
hold_class=in -> reg
worstHoldStart=DataIn[20]

[global_routing]
grt_pass1_vias=13000
grt_pass1_wl_um=79700
overflow=0
grt_max_degree=47
grt.total_usage=0.245
antenna_found_initial=1

[pwr]
cellPowerDensity_nw_per_um2=450
power.leakage_uw=0.00973
peakVddDrop_uv=322

[placement]
port_buffers=75
dpl.cell_count=2079
pre_cts_ws_ps=266
dp_hpwl_um=30600
place_congestion=0.807

[clock_tree]
cts_buffer_depth=3
cts.sinks=640
ctsResizeCount=0
cts.clk_slew.worst_paths_ps=60
htree_levels=3
numCtsBuffers=66
post_cts_buffers=0
cts_tree=done
cts-root-buf=clkbuf_16
hold_buffers=0

[flow_run]
drv_cap=0
warnings=79

[run_status]
status=complete, no violations

## synth_stat cells
cell,n
o22ai_1,31
or3b_2,3
nand4b_1,1
edfxtp_1,640
nor2b_1,3
nand2b_1,1
and3b_1,1
buf_6,18
nor2_1,54
a211oi_1,32
a21oi_1,32
or2_1,1
mux2_2,32
nand3b_1,3
and2_0,1
nand4bb_1,1
clkbuf_1,11
a22oi_1,32
mux2i_1,223
mux4_2,32
o2bb2ai_1,1
mux2_4,1
nand2_1,66
nor3b_2,1
nor4b_2,1
buf_8,2
or3_1,1
buf_4,12
buf_2,28
nand3_1,65
## metal layers
| metal | vias to the layer above | global-route usage | wire length (um) | share of wire |
|---|---|---|---|---|
| met4 | 2 | 0.0492 | 1200 | 0.022 |
| met2 | 560 | 0.349 | 25400 | 0.47 |
| li1 | 5632 | - | - | - |
| met5 | - | 0 | 12 | 0.00022 |
| met3 | 81 | 0.140 | 6790 | 0.13 |
| met1 | 6061 | 0.373 | 20300 | 0.38 |
## path summary, 6_finish.rpt
check                         end  slack [ps]  depth (start not counted)
worst max-delay path  DataOut[30]         270                          7
worst min-delay path  mem[10][20]        1280                          1
## layout make-up
class / count / area, um2
well taps: 664 / 831
fillers: 3515 / 20100
repair buffers: 156 / 1500
clock buffers: 100 / 1930
flip-flops and latches: 640 / 19200
multi-input cells: 619 / 5290
clock inverters: 15 / 98.8
## report_power, final
part           total, uW  internal (uW)  switching, uW
clock               5340           3150           2190
sequential          6960           6940           14.5
combinational        682            295            387
## placed cells by master (no fill, tap or decap), types with 2 or more instances in the layout
cell type / n
mux2_2: 32
nand3_1: 65
clkdlybuf4s50_1: 73
a21oi_1: 32
nand2_1: 65
buf_4: 70
buf_12: 11
nor2b_4: 2
clkinv_2: 6
mux4_2: 32
nor2_1: 33
nand3b_1: 3
clkbuf_16: 73
o22ai_1: 31
clkinv_1: 6
mux2i_1: 223
clkbuf_1: 27
nor2_4: 21
a22oi_1: 32
or3b_2: 3
edfxtp_1: 640
a211oi_1: 32
## metrics by stage
stage	total power [uW]	cell area, um2
final	13000	28900
after global placement	7770	26800
after global routing	13400	28900
after floorplan	7440	24800
after detailed placement	7780	26800
after CTS	13100	28900
## cell families (layout without fill, tap and decap cells)
logic type             Yosys count  after routing
buffers and inverters           71            271
and+or+nand+nor                203            203
muxes                          288            288
AOI/OAI and AO/OA              128            128
DFF                            640            640
Power and IR drop assume default switching activity.
