`/design/flow/design.v`:
```
`timescale 1ns / 1ps
module RegisterFile_32Bit(
	 input clk,
    input Write,
    input [4:0] AddrA,
    input [4:0] AddrB,
    input [4:0] DestAddr,
    input [BITS-1:0] DestData,	 
    output wire [BITS-1:0] DataA,  
    output wire [BITS-1:0] DataB   
    );
	 parameter BITS = 32;
	 reg [BITS-1:0] Registers [BITS-1:0];
	 reg [5:0] i;
	 initial begin
		for(i=0;i<32;i=i+1) begin
			Registers[i] = 0;
		end
	 end
	 assign DataA = Registers[AddrA];
	 assign DataB = Registers[AddrB];
	 always @(posedge clk) begin
		if(Write) begin
			Registers[DestAddr] = DestData;
		end
	 end
endmodule
```
`/design/flow/run.sh`:
```
#!/bin/bash
# OpenROAD 26Q1-2900-gdf79404cd8, Yosys 0.63+post, stock flow scripts
make -C /OpenROAD-flow-scripts/flow DESIGN_CONFIG=/design/flow/config.mk WORK_HOME=/design/flow/orfs finish
```
`/design/flow/config.mk`:
```
export PLATFORM = sky130hd
export DESIGN_NAME = RegisterFile_32Bit
export DESIGN_NICKNAME = RegisterFile_32Bit
export VERILOG_FILES = /design/flow/design.v
export SDC_FILE = /design/flow/constraint.sdc
export NUM_CORES = 4
export LEC_CHECK = 1
export CORE_UTILIZATION = 30
```
`/design/flow/constraint.sdc`:
```
current_design RegisterFile_32Bit

set clk_period 5.1
set clk_io_pct 0.2

create_clock -name clk0 -period $clk_period [get_ports {clk}]

set non_clock_inputs [all_inputs -no_clocks]
set_input_delay [expr $clk_period * $clk_io_pct] -clock clk0 $non_clock_inputs
set_output_delay [expr $clk_period * $clk_io_pct] -clock clk0 [all_outputs]
```
==> Table 3: Implementation characteristics <==
Physical design parameters

Parameter                              Value

Layout
  Count of placed standard cells in the final layout, fillers left out    5801
  Growth of design area from synthesis to finish    17.0%
  Layout Utilization    35.5%
  Max FFs per register    1024
  Layout cells sized above 1    11.3%
  Fillers    15100
  Commonest cells after routing, fill and taps aside    edfxtp_1 (1024), mux2i_1 (1024), nand3_1 (194), nand2_1 (193)

Floorplanning
  Placement Rows    147
  Horiz. Die Dim    405 um
  Initial core utilization    30.3%
  Placeable core region    161000 um2
  Chip area    164000 um2
  Count of pins on the block boundary    113
  Die height    405 um

GRT
  Number of global-route vias before repair    32300
  Total Routing Usage GR    19.7%
  Number of antenna violations at the first check in global routing    9
  First-pass GRT wire length    221 mm
  Remaining global-route overflow    0
  Pin count of the biggest net entering global routing    59

STA
  Worst slew slack as a fraction of its limit    42.6%
  RSZ-0062 raised after global routing    false
  Peak clock frequency supported by timing    208 MHz
  Actual slew at the worst max-slew pin    0.860 ns
  Number of pins with negative max-slew slack in the final report    0
  Minimum clock period    4.80 ns
  Final Hold Vio Count    0
  Setup TNS after final layout    0 ns
  Final setup violating endpoints    0
  Tcrit/Tclk final    94.2%

Pwr
  Switching power as a share of total power    23.4%
  Power Internal    14300 uW
  VDD IR max    0.326 mV
  Portion of total power attributed to the clock network    40.0%
  Pleak    0.0207 uW
  Fraction of power consumed by combinational cells    9.7%
  Pwr/cell area    327 nW/um2
  Switching power total    4370 uW
  Flop pwr share    50.3%

Detailed routing
  Total routed wirelength    155 mm
  Routed via count divided by cell count    5.38
  Count of vias placed by the detailed router    31200
  Post-DRT Antenna Nets    0
  Initial detailed-routing violation count    1933
  Detailed-route wire length per cell    26.7 um
  DR DRC count    0
  Iteration count of the initial detailed-routing pass    7

Synthesis
  Cell area leaders    edfxtp_1 (63%), mux2i_1 (21%), a22oi_1 (3.0%)
  Portion of the post-synthesis area used by sequential elements    63.0%
  Total standard cell area after synthesis    48800 um2
  Synthesized netlist cell count    3386
  Yosys stat cell total    3386
  Post-synth top area share    63.0%
  Post-synthesis area per instance    14.4 um2
  Unique masters post-synth    23
  Number of synthesis warnings    1
  YS chip area    48800 um2
  Area leader, netlist    edfxtp_1
  Number of storage elements in the synthesis netlist    1024

Hold path
  Endpoint, Worst Hold    Registers[27][14]
  Hold Path Origin    DestData[14]
  Path class of the lowest-slack min-delay path    in -> reg
  Hold-critical path depth    2

Clock tree
  Cts hold-fix bufs    0
  CTS H-tree lvls    3
  Sinks on the clock net    1024
  Clock transition at the registers of the reported paths    0.06 ns
  Resized cells post-CTS    0
  Buffers inserted during post-CTS setup optimization    0
  Maximum clock insertion buffer count    3
  Clock tree from TritonCTS    yes
  Clock buffers created by TritonCTS    101
  Clock Tree Root    clkbuf_16

Flow run
  Number of OpenROAD warnings    26
  Max Cap Viol    0

Critical path
  Highest net fanout along the worst path    16
  Worst Setup End Kind    output port
  Required time of the worst setup path    4.08 ns
  Category of the most critical setup path    in -> out
  Startpoint kind of the worst setup timing path    input pin
  Worst EP arrival    3.78 ns

Run status
  Status    finished clean

Place
  Dpl cells    5618
  I/O Buffers    112
  Estimated wirelength of the detail-placed design    91.0 mm
  Final estimated routing congestion in global placement    0.898
worst max-delay path, cell delays in order:
cell	delay, ns
clkdlybuf4s50_1	0.63
nor2b_4	0.58
buf_4	0.39
a22o_1	0.18
nor3_1	0.05
a31oi_1	0.18
nand3_1	0.26
clkdlybuf4s50_1	0.49
Yosys cell counts (all sizes together):
cell and instances:
a31oi 64, nor2b 4, a22oi 192, mux2i 1024, and2 2, or3b 3, a22o 128, nand3 194
nand3b 5, nand2b 4, a21oi 192, or3 1, nand2 195, clkbuf 90, edfxtp 1024, nor2 35
buf 163, nor3 64, or2 2
how the worst max path moves through the flow:
stage,cells after the start,to,start
CTS,8,DataA[1],AddrA[2]
global route,8,DataA[10],AddrA[2]
finish,8,DataA[1],AddrA[2]
layout make-up:
| cell class | instances | area, um2 | share of cell area (%) |
|---|---|---|---|
| Clock buffer | 119 | 2620 | 4.58 |
| Sequential cell | 1024 | 30700 | 53.9 |
| Antenna cell | 2 | 5.00 | 0.00877 |
| Clock inverter | 62 | 659 | 1.16 |
| Timing Repair Buffer | 325 | 3570 | 6.25 |
| Tap cell | 2160 | 2700 | 4.73 |
| Multi-Input combinational cell | 2109 | 16800 | 29.4 |
metal layers:
metal	track usage, %	part of all wire (%)
met1	23.7	36
met2	29.7	46
met3	12.6	15
met4	5.24	3.2
met5	0.714	0.17
cells by family after synthesis:
logic type	Yosys count	share of synthesized area, %
AND/OR/NAND/NOR	509	4.71
multiplexers	1024	21.0
AND-OR/OR-AND	576	8.04
buffers and inverters	253	3.21
flip-flops	1024	63.0
per-stage QoR:
stage	hold slack, ns	worst slack [ns]	cell area, um2	power [uW]
2_1_floorplan	1.12	1.65	48800	10500
3_3_place_gp	1.85	0.315	53800	11400
3_5_place_dp	1.85	0.303	53800	11400
4_1_cts	1.09	0.310	57100	18800
5_1_grt	1.14	0.202	57100	19200
6_report	1.12	0.297	57100	18700
power groups by stage:
stage	registers [uW]	clock network [uW]	logic, uW
global route	9410	7870	1930
CTS	9400	7570	1810
finish	9400	7470	1820
No activity file was given, so power comes from the tool's default toggle rates.
