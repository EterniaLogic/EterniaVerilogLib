[config.mk]
export PLATFORM = sky130hd
export DESIGN_NAME = FrontPanel
export DESIGN_NICKNAME = FrontPanel
export VERILOG_FILES = /design/flow/design.v
export SDC_FILE = /design/flow/constraint.sdc
export NUM_CORES = 4
export LEC_CHECK = 1
export CORE_UTILIZATION = 30
[constraint.sdc]
current_design FrontPanel

set clk_period 8.0
set clk_io_pct 0.2

create_clock -name clk0 -period $clk_period [get_ports {clk}]

set non_clock_inputs [all_inputs -no_clocks]
set_input_delay [expr $clk_period * $clk_io_pct] -clock clk0 $non_clock_inputs
set_output_delay [expr $clk_period * $clk_io_pct] -clock clk0 [all_outputs]
[design.v]
`timescale 1ns / 1ps
module FrontPanel(
    input clk,
    input RotaryVa1,
	 input RotaryVb1,
    input RotaryCa1,
	 input RotaryCb1,
    input RotaryVa2,
	 input RotaryVb2,
    input RotaryCa2,
	 input RotaryCb2,
    output DisplayEnable,
    output [3:0] DisplayData,  
    output DisplayRS,  
	 output backlight
    );
	wire charDone; 
	wire RV1;  
	reg [7:0] setCharacter;
	reg changeline;  
	reg [15:0] voltage1, voltage2, current1, current2;
	reg [15:0] V1count, V2count, C1count, C2count;
	GHI_LCD_16x2 lcd1(clk, setCharacter, changeline, DisplayData, DisplayRS, backlight, DisplayEnable, charDone);
	defparam sclk.Divider=40000000;  
	SubClock sclk(clk,secCLK);
	initial begin
		setCharacter=0;
		changeline=0;
		voltage1=0;
		voltage2=0;
		current1=0;
		current2=0;
		V1count=32768;  
		V2count=32768; 
		C1count=32768;
		C2count=32768;
	end
	xor(RV1,RotaryVa1,RotaryVb1);
	xor(RC1,RotaryCa1,RotaryCb1);
	xor(RV2,RotaryVa2,RotaryVb2);
	xor(RC2,RotaryCa2,RotaryCb2);
	always @(posedge RotaryVa1) begin
		if(RV1) begin
			V1count=V1count+1;
		end else begin
			V1count=V1count-1;
		end
	end
	always @(posedge RotaryCa1) begin
		if(RC1) begin
			C1count=C1count+1;
		end else begin
			C1count=C1count-1;
		end
	end
	always @(posedge RotaryVa2) begin
		if(RV2) begin
			V2count=V2count+1;
		end else begin
			V2count=V2count-1;
		end
	end
	always @(posedge RotaryCa2) begin
		if(RC2) begin
			C2count=C2count+1;
		end else begin
			C2count=C2count-1;
		end
	end
	always @(posedge secCLK) begin
		if(V1count > 32768) begin
			voltage1 <= voltage1+PPRGet(V1count-32768);
		end else if(V1count < 32768) begin
			voltage1 <= voltage1-PPRGet(32768-V1count);
		end
		if(C1count > 32768) begin
			current1 <= current1+PPRGet(C1count-32768);
		end else if(C1count < 32768) begin
			current1 <= current1-PPRGet(32768-C1count);
		end
		if(V2count > 32768) begin
			voltage2 <= voltage2+PPRGet(V2count-32768);
		end else if(voltage2 < 32768) begin
			voltage2 <= voltage2-PPRGet(32768-V2count);
		end
		if(C1count > 32768) begin
			current2 <= current2+PPRGet(C1count-32768);
		end else if(C1count < 32768) begin
			current2 <= current2-PPRGet(32768-C1count);
		end
	end
	function [15:0] PPRGet;
	input [15:0] PPR;
		begin
			case(PPR)
				1: PPRGet=5;
				2: PPRGet=15;
				3: PPRGet=45;
				4: PPRGet=94;
				5: PPRGet=163;
				6: PPRGet=253;
				7: PPRGet=361;
				8: PPRGet=490;
				9: PPRGet=639;
				10: PPRGet=807;
				11: PPRGet=995;
				12: PPRGet=1203;
				13: PPRGet=1431;
				14: PPRGet=1678;
				15: PPRGet=1945;
				16: PPRGet=2233;
				17: PPRGet=2539;
				18: PPRGet=2866;
				19: PPRGet=3213;
				20: PPRGet=3579;
				21: PPRGet=3965;
				22: PPRGet=4371;
				23: PPRGet=4797;
				24: PPRGet=5242;
			endcase
		end
	endfunction
endmodule
`timescale 1ns / 1ps
module GHI_LCD_16x2(
    input clk,
	 input [7:0] char,  
	 input newline,  
    output reg [3:0] data,
    output reg rs,
    output reg backlight,
    output reg enable,
	 output reg charDone  
    );
	reg [4:0] state;
	wire LCDCLK;
	parameter INIT1 = 2'h33;  
	parameter INIT2 = 2'h32;  
	parameter INIT3 = 2'h28;  
	parameter INIT4 = 2'h0C;  
	parameter INIT5 = 2'h06;   
	parameter INIT6 = 2'h01;   
	parameter LINE1 = 128;  
	parameter LINE2 = 192;  
	defparam sc1.Divider=5000;  
	SubClock sc1(clk, LCDCLK);
	initial begin
		state=0;
		data=0;
		rs=0;
		backlight=0;
		enable=0;
		charDone=0;
	end
	always @(posedge LCDCLK) begin  
		case(state)
			0:  begin rs=0; data=INIT1[7:4]; end  
			1:  begin rs=0; data=INIT1[3:0]; end  
			2:  begin rs=0; data=INIT2[7:4]; end  
			3:  begin rs=0; data=INIT2[3:0]; end  
			4:  begin rs=0; data=INIT3[7:4]; end  
			5:  begin rs=0; data=INIT3[3:0]; end  
			6:  begin rs=0; data=INIT4[7:4]; end  
			7:  begin rs=0; data=INIT4[3:0]; end  
			8:  begin rs=0; data=INIT5[7:4]; end  
			9:  begin rs=0; data=INIT5[3:0]; end  
			10: begin rs=0; data=INIT6[7:4]; end
			11: begin rs=0; data=INIT6[3:0]; end
			13: begin rs=1; data=char[7:4]; end  
			14: begin rs=1; data=char[3:0]; end
			15: begin charDone=1; end  
			16: begin rs=0; data=LINE1[7:4]; end  
			17: begin rs=0; data=LINE1[3:0]; end
			18: begin charDone=1; end  
			19: begin rs=0; data=LINE2[7:4]; end  
			20: begin rs=0; data=LINE2[3:0]; end
			21: begin charDone=1; end  
			22: begin charDone=0; end  
		endcase
		if(enable) begin
			state = state+1;
			enable = 0;
		end else begin
			if(state!=15 && state!=18 && state!=21 && state!=22) begin
				enable=1;
			end else if(state==15 && state==18 && state==21) begin
				state=22;
			end
		end
	end
endmodule
`timescale 1ns / 1ps
module SubClock(
		input CLK,
		output OUTCLK
    );
	 parameter Divider = 1;
	 integer wait1;
	 reg CLK_;
	 assign OUTCLK = CLK_;  
	 initial begin
		wait1 = 0;
		CLK_ = 0;
	 end
	 always @(posedge CLK) begin
		if(wait1 >= (Divider/2)) begin
			wait1 = 0;  
			CLK_ = ~CLK_;
		end
		wait1 = wait1+1;  
	 end
endmodule
[run.sh]
#!/bin/bash
# OpenROAD 26Q1-2900-gdf79404cd8, Yosys 0.63+post, stock flow scripts
make -C /OpenROAD-flow-scripts/flow DESIGN_CONFIG=/design/flow/config.mk WORK_HOME=/design/flow/orfs finish
==> flow_summary.toml <==
# synthesis and place-and-route metrics
[status]
status = "finished clean"

[sta]
untimed_endpoints = 27
timing.hold.ws_ns = 0.438
setup_viol = 0
unclocked_regs = 11
tns_ns = 0
rsz0062_at_grt = "false"
skew_ns = 0.00368
slew_viol_final = 0
finalHoldViolCount = 0
post-route-period-util = 0.409
max_freq_ghz = 0.306
layout_min_cycle_time_ns = 3.27

[die]
core_area_mm2 = 0.00741
die_width_um = 90.4
io_pins = 16
rows = 31
dieArea_mm2 = 0.00818
fp_util = 0.317
die_height_um = 90.4

[hold_path]
hold_class = "register to register"
holdCritStartpoint = "lcd1.sc1.wait1[0]$_DFF_P_"
hold_depth = 1
hold_end = "lcd1.sc1.wait1[0]$_DFF_P_"

[critical_path]
critical_path_class = "register to register"
critPathBufInv = 0
cp_slowest_cell = "or4_4"
cp.required_ns = 8.21
rrSetupSlack_ns = 4.73
reg2reg_to = "lcd1.sc1.wait1[28]$_DFF_P_"
r2r_start = "lcd1.sc1.wait1[31]$_DFF_P_"
cp.arrival_ns = 3.48
crit_path_end_kind = "register"
critPathMaxFanout = 15
startpoint_type = "register"
r2r_cells = 9
path_delay_family = "simple AND/OR/NAND/NOR gates"
max_stage_delay_ns = 0.63
cp_cell_sequence = "nor4_1, and4_1, a31oi_2, nor2b_1, ha_1, nand2_1, or4_4, or4_1, a21oi_1"

[placement]
place_hpwl_um = 2780
gp_congestion = 0.817
post-place-cells = 352
portBuffers = 6
placed_area_mm2 = 0.00245

[clocking]
cts_tree = "built"
insertion_delay_ns = 0.28
ctsResizeCount = 0
cts_hold_buffers = 0
clkTransAtPathRegs_ns = 0.07
clock_path_buffers = 2
cts_setup_buffers = 0
cts_made_buffers = 5
htreeDepth = 2
cts_root_buf = "clkbuf_8"

[layout]
areaGrowthSynthToFinish_pct = 8.00
final_layout_size_suffix_gt1_frac = 0.0805
ff_latch_area_um2 = 991
fill_cells = 739
fin_cells = 360
logic_area_mm2 = 0.00123
final_area_mm2 = 0.00253
post-route-util = 0.342

[power]
p_leak_uw = 0.000949
switching_share = 0.202
clkPwrFrac = 0.420
power_frac_seq = 0.580
p_sw_uw = 57.6
vdd_drop_max_mv = 0.0788
comb_power_share = 0
powerDensity_mw_per_mm2 = 112
intPower_uw = 227

[route]
drt_wl_total_um = 4200
wl_per_cell_um = 11.7
dr_total_vias = 1830
antenna_cells = 0
route.detailed.drc = 0
ant_nets = 0
via_per_inst = 5.08
firstDrtPassIters = 4
drtIter0Drc = 47

[grt]
grt_max_degree = 26
grt_use_total = 0.107
grt-ovfl-total = 0
grt_pass1_wl_um = 7450
grt_pass1_vias = 1638
grt_antenna_before_repair = 0

[yosys]
yosys_cells = 259
syn_area_per_cell_um2 = 9.06
yosys_area_mm2 = 0.00235
flop_cell = "dfxtp_1"
edf_count = 11
ys_warn_count = 13
synth_cells = 259
yosys.area.top_type = "dfxtp_1"
synth.distinct_cells = 46
async_reset_ff_frac = 0
ys.flops = 44
top_area_frac = 0.282
yosys.stat.seqShare = 0.422
syn_area_mm2 = 0.00235
topCellsByArea = "dfxtp_1 28%, edfxtp_1 14%, xnor2_1 3.7%, a21oi_1 3.6%, ha_1 3.2%"

[job]
cap_violations = 0
tool_warnings = 36
-- Yosys cell counts (all sizes together) (6+ instances only) --
master	count
a21oi	18
nand3	13
clkbuf	8
or3	9
xnor2	10
o21ai	14
dfxtp	33
o31ai	7
nor3	8
inv	10
nor4	11
nor2b	6
edfxtp	11
or4	14
nand2	15
nand4	7
nor2	19
ha	6
-- power groups by stage --
stage	Combinational, uW	Sequential (uW)	Clock [uW]
CTS	0.0155	165	123
global route	0.0398	165	132
finish	0.00740	165	119
-- flip-flops by register name, indices dropped and copies added, names as in the netlist --
register / flops
lcd1.sc1.wait1: 32
lcd1.state: 5
lcd1.data: 4
lcd1.enable: 1
lcd1.rs: 1
lcd1.sc1.CLK_: 1
-- layout make-up --
cell class / instances / area share
multi-input combinational: 192 / 0.487
sequential: 44 / 0.391
tap: 99 / 0.0489
clock buffer: 8 / 0.0316
timing repair buffer: 7 / 0.0267
inverter: 10 / 0.0148
-- worst max path at each step --
stage,from,to,slack (ns),cells after the start
global route,lcd1.sc1.wait1[31]$_DFF_P_,lcd1.sc1.wait1[22]$_DFF_P_,4.48,9
CTS,lcd1.sc1.wait1[31]$_DFF_P_,lcd1.sc1.wait1[24]$_DFF_P_,4.76,9
finish,lcd1.sc1.wait1[31]$_DFF_P_,lcd1.sc1.wait1[28]$_DFF_P_,4.73,9
-- logic make-up after synthesis --
group | synth area share
flip-flops | 0.422
AND/OR/NAND/NOR | 0.294
AND-OR/OR-AND | 0.134
other | 0.00160
multiplexers | 0.0133
buffers and inverters | 0.0544
adder cells (fa/ha/maj) | 0.0320
XOR/XNOR | 0.0485
-- through the flow --
stage | total power (uW) | worst slack, ns
finish | 284 | 4.73
global route | 297 | 4.48
CTS | 288 | 4.76
detailed placement | 169 | 4.79
global placement | 169 | 4.79
floorplan | 169 | 5.12
-- layout by cell type (no fill, tap or decap), types with 2 or more instances in the layout --
master	instances
clkbuf_8	5
nand2_1	15
a21o_1	2
nor2_1	19
clkdlybuf4s50_1	6
a31o_2	2
mux2i_1	2
nand3_1	12
nor2b_1	6
nor4_1	11
nor3_1	8
a21oi_1	17
inv_1	10
clkbuf_1	3
nand2b_1	5
o21ai_0	14
and3_1	3
or3_1	6
xnor2_1	10
and2_1	2
or4_1	10
ha_1	6
or3_2	3
o31ai_1	7
nand4_1	6
dfxtp_1	33
and4_1	4
xor2_1	3
or4_4	4
edfxtp_1	11
o211ai_1	2
-- layer usage --
| layer | track usage | vias up | wire length, um |
|---|---|---|---|
| met1 | 0.162 | 843 | 2270 |
| met2 | 0.172 | 19 | 1780 |
| met4 | 0.00941 | 0 | 44 |
| met5 | 0 | - | 0 |
| met3 | 0.0171 | 6 | 99 |
| li1 | - | 962 | - |
Power is estimated from default activity; no workload was simulated.
